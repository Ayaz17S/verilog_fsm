### flow/run.sh
#!/bin/bash
# OpenROAD 26Q1-2900-gdf79404cd8, Yosys 0.63+post, stock flow scripts
make -C /OpenROAD-flow-scripts/flow DESIGN_CONFIG=/design/flow/config.mk WORK_HOME=/design/flow/orfs finish
### flow/config.mk
export PLATFORM = sky130hd
export DESIGN_NAME = ram
export DESIGN_NICKNAME = ram
export VERILOG_FILES = /design/flow/design.v
export SDC_FILE = /design/flow/constraint.sdc
export NUM_CORES = 4
export LEC_CHECK = 1
export CORE_UTILIZATION = 30
### flow/constraint.sdc
current_design ram

set clk_period 15.8
set clk_io_pct 0.2

create_clock -name clk0 -period $clk_period [get_ports {clk}]

set non_clock_inputs [all_inputs -no_clocks]
set_input_delay [expr $clk_period * $clk_io_pct] -clock clk0 $non_clock_inputs
set_output_delay [expr $clk_period * $clk_io_pct] -clock clk0 [all_outputs]
### flow/design.v
module ram (
    input clk,
    input cs,
    input rd,
    input wr,
    input [7:0] addr,
    inout [7:0] data
);
reg [7:0] mem [0:255];
reg [7:0] data_out;
assign data = (cs && rd) ? data_out : 8'bz;
always @(posedge clk) begin
    if (cs && wr && !rd)
        mem[addr] <= data;
    else if (cs && rd && !wr)
        data_out <= mem[addr];
end
endmodule
==> impl_metrics.json <==
{
  "yosysUniqueCellTypes": 21,
  "cts_resized": 0,
  "numCtsBuffers": 196,
  "io_pins": 20,
  "postCtsHoldBufs": 0,
  "die_h_um": 513,
  "clock-sinks": 2056,
  "synth_area_um2": 78400,
  "firstError": "[error] [KeplerFormal.cpp:679] Workflow failed: Iso has multiple drivers: .data2, place337.X0",
  "ys_warn_count": 2,
  "stop_stage": "clock tree synthesis",
  "clockBufferDepth": 3,
  "top_area_frac": 0.788,
  "cts_root_buf": "clkbuf_16",
  "rows": 187,
  "synth_top_cell_by_count": "edfxtp_1",
  "async_reset_ff_frac": 0,
  "htree_levels": 4,
  "top_area_cell": "edfxtp_1",
  "gp_congestion": 0.851,
  "top_cells_by_count": "edfxtp_1, mux4_2, nor2_1, a22oi_1, clkbuf_1",
  "status": "did not finish",
  "synth-edff-count": 2056,
  "avgSynthCellArea_um2": 22.2,
  "area_leaders": "edfxtp_1, mux4_2, a22oi_1",
  "fp-utilization": 0.302,
  "ys.flop_type": "edfxtp_1",
  "synth-seq-cells": 2056,
  "syn-instance-count": 3528,
  "postCtsSetupRepairBufs": 0,
  "dpl.hpwl_mm": 109,
  "ys_cells": 3528,
  "portBuffers": 11,
  "yosysChipArea_um2": 78400,
  "die_w_um": 513,
  "postSynthSeqShare": 0.788
}
## through the flow
stage / hold WS (ns) / cell area (µm²) / setup WS, ns / util / instances
after floorplan: 0.896 / 78400 / 9.41 / - / 3528
after global placement: 0.857 / 83100 / 7.53 / 0.320 / 6875
after detailed placement: 0.862 / 83100 / 7.55 / 0.320 / 6875
## cells by family after synthesis
family,after synthesis,synth area share
flops,2056,0.788
mux,512,0.147
compound gates,416,0.0363
simple gates,318,0.0160
buf+inv,226,0.0126
