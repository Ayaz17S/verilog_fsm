==> flow/design.v <==
module baud_generator #(
    parameter CLOCK_FREQ = 16000,
    parameter BAUD_RATE  = 100     
)(
    input  clk,
    input  reset,
    output reg tick
);
    localparam BAUD_DIV = CLOCK_FREQ / BAUD_RATE;
    reg [$clog2(BAUD_DIV)-1:0] counter;
    always @(posedge clk or posedge reset) begin
        if (reset) begin
            counter <= 0;
            tick <= 0;
        end else begin
            if (counter == BAUD_DIV - 1) begin
                counter <= 0;
                tick <= 1;
            end else begin
                counter <= counter + 1;
                tick <= 0;
            end
        end
    end
endmodule
module uart_rx #(
    parameter DATA_BITS = 8
)(
    input wire clk,
    input wire reset,
    input wire s_tick,
    input wire rx,
    output wire [DATA_BITS-1:0] rx_data,
    output wire rx_done_tick
);
    localparam IDLE = 2'b00,
               START = 2'b01,
               DATA = 2'b10,
               STOP = 2'b11;
    reg [1:0] state;
    reg [3:0] sample_cnt;
    reg [2:0] bit_cnt;
    reg [DATA_BITS-1:0] shift_reg;
    reg rx_done_tick_reg;
    reg [DATA_BITS-1:0] rx_data_reg;
    assign rx_data = rx_data_reg;
    assign rx_done_tick = rx_done_tick_reg;
    always @(posedge clk or posedge reset) begin
        if (reset) begin
            state <= IDLE;
            sample_cnt <= 0;
            bit_cnt <= 0;
            shift_reg <= 0;
            rx_done_tick_reg <= 0;
        end else begin
            rx_done_tick_reg <= 0;
            case (state)
                IDLE:
                    if (~rx) begin
                        sample_cnt <= 0;
                        bit_cnt <= 0;
                        state <= START;
                    end
                START:
                    if (s_tick) begin
                        sample_cnt <= sample_cnt + 1;
                        if (sample_cnt == 7) begin
                            if (~rx)
                                state <= DATA;
                            else
                                state <= IDLE;
                            sample_cnt <= 0;
                        end
                    end
                DATA:
                    if (s_tick) begin
                        sample_cnt <= sample_cnt + 1;
                        if (sample_cnt == 15) begin
                        shift_reg <= {rx, shift_reg[DATA_BITS-1:1]};   
                        bit_cnt <= bit_cnt + 1;
                        sample_cnt <= 0;
                        if (bit_cnt == DATA_BITS-1) state <= STOP;
                     end
                end
                STOP:
                    if (s_tick) begin
                        sample_cnt = sample_cnt + 1;
                        if (sample_cnt == 15) begin
                            rx_data_reg = shift_reg;
                            rx_done_tick_reg = 1;
                            state = IDLE;
                        end
                    end
            endcase
        end
    end
endmodule
module uart_top (
    input wire clk,
    input wire reset,
    input wire tx_start,
    input wire [7:0] tx_data,
    output wire [7:0] rx_data,
    output wire rx_done_tick
);
    wire tick_16x;        
    wire tick_tx;         
    reg [3:0] tick_div;   
    wire tx;
    baud_generator #(
        .CLOCK_FREQ(16000),   
        .BAUD_RATE(1600)      
    ) baud_gen_inst (
        .clk(clk),
        .reset(reset),
        .tick(tick_16x)
    );
    always @(posedge clk or posedge reset) begin
        if (reset) begin
            tick_div <= 0;
        end
        else if (tick_16x) begin
            if (tick_div == 15) begin
                tick_div <= 0;
            end
            else begin
                tick_div <= tick_div + 1;
            end
        end
    end
    assign tick_tx = (tick_16x && (tick_div == 0));   
    uart_tx uart_tx_inst (
        .clk(clk),
        .reset(reset),
        .tx_start(tx_start),
        .tx_data(tx_data),
        .tick(tick_tx),
        .tx(tx),
        .tx_busy()   
    );
    uart_rx uart_rx_inst (
        .clk(clk),
        .reset(reset),
        .s_tick(tick_16x),
        .rx(tx),   
        .rx_data(rx_data),
        .rx_done_tick(rx_done_tick)
    );
endmodule
module uart_tx #(
    parameter DATA_BITS = 8
)(
    input  wire clk,
    input  wire reset,
    input  wire tx_start,
    input  wire [DATA_BITS-1:0] tx_data,
    input  wire tick,
    output wire tx,
    output wire tx_busy
);
    localparam IDLE  = 3'b000,
               START = 3'b001,
               DATA  = 3'b010,
               STOP  = 3'b011,
               DONE  = 3'b100;
    reg [2:0] state;
    reg [2:0] bit_cnt;
    reg [DATA_BITS-1:0] shift_reg;
    reg tx_reg, tx_busy_reg;
    assign tx = tx_reg;
    assign tx_busy = tx_busy_reg;
    always @(posedge clk or posedge reset) begin
        if (reset) begin
            state <= IDLE;
            tx_busy_reg <= 0;
            tx_reg <= 1;
            bit_cnt <= 0;
            shift_reg <= 0;
        end else begin
            case (state)
                IDLE: begin
                    if (tx_start) begin
                        state <= START;
                        tx_busy_reg <= 1;
                        shift_reg <= tx_data;
                        bit_cnt <= 0;
                    end
                end
                START: begin
                    tx_reg <= 0;
                    if (tick) state <= DATA;
                end
                DATA: begin
                    if (tick) begin
                        tx_reg <= shift_reg[0];
                        shift_reg <= shift_reg >> 1;
                        bit_cnt <= bit_cnt + 1;
                        if (bit_cnt == DATA_BITS-1)
                            state <= STOP;
                    end
                end
                STOP: begin
                    tx_reg <= 1;
                    if (tick) state <= DONE;
                end
                DONE: begin
                    tx_busy_reg <= 0;
                    state <= IDLE;
                end
            endcase
        end
    end
endmodule
==> flow/run.sh <==
#!/bin/bash
# OpenROAD 26Q1-2900-gdf79404cd8, Yosys 0.63+post, stock flow scripts
make -C /OpenROAD-flow-scripts/flow DESIGN_CONFIG=/design/flow/config.mk WORK_HOME=/design/flow/orfs finish
==> flow/config.mk <==
export PLATFORM = sky130hd
export DESIGN_NAME = uart_top
export DESIGN_NICKNAME = uart_top
export VERILOG_FILES = /design/flow/design.v
export SDC_FILE = /design/flow/constraint.sdc
export NUM_CORES = 4
export LEC_CHECK = 1
export CORE_UTILIZATION = 50
==> flow/constraint.sdc <==
current_design uart_top

set clk_period 5.7
set clk_io_pct 0.2

create_clock -name clk0 -period $clk_period [get_ports {clk}]

set non_clock_inputs [all_inputs -no_clocks]
set_input_delay [expr $clk_period * $clk_io_pct] -clock clk0 $non_clock_inputs
set_output_delay [expr $clk_period * $clk_io_pct] -clock clk0 [all_outputs]
==> notes.md <==
fresh numbers from the pnr run: 1st-iter DRT viols 56, RSZ-0062 raised after global routing no, number of CTS-inserted buffers 5, GRT Total Usage 0.174, initial antenna violation count 0, Die Size 0.00515 mm², flip-flops with a built-in enable 8, first-pass GRT wire length 6.97 mm, Pins Over Slew Limit 0, final worst path period need 2.77 ns, die width 71.7 µm, chip area in the Yosys report 0.00243 mm², Async S/R FF share, synth 0.852, worst path arrival time 2.71 ns, Fin. Hold Viols 0, WL per Instance 13.6 µm, Die Span Y 71.7 µm, fmax 362 MHz, TritonCTS clock tree built, Gate Count Post-Synth 207, post-route ant nets 0, Logic area 951 µm², Ys Warns 4, post-route setup slack 2.93 ns, final instance area 0.00276 mm², Yosys Instances 207, total clock sinks 54, area of placed instances 0.00267 mm², kind of critical path primary input to register, cts hold-fix bufs 0, top-count cell post-synth dfrtp_1, Layout Utilization 0.588, dpl hpwl 2.70 mm, Yosys top cell area share 0.443, Mean Syn Cell Area 11.7 µm², CTS resizes 0, Top FF cell, synth dfrtp_1, Reg clk slew, reported paths 0.10 ns, fin crit share 0.485, worst rel slew slack 0.557, Setup TNS 0 ns, H-tree depth 2, dpl cells 275, critical path endpoint category register, share of cells above drive strength 1 0.135, P_leak 1.22 nW, ys flops 54, CTS root buf clkbuf_8, status complete, no violations, RD Place Congestion 0.810, CTS max path bufs 2, CP Max Fanout 47, Setup Skew 0.0106 ns, crit path launch type primary input, via count 1600, sequential element share of the synthesized area 0.574, Via density 5.65, final setup violation count 0, fin cells 283, # IOs 20, top cells by count, synth dfrtp_1 (43), nand2_1 (19), o22ai_1 (16), inv_1 (13), DRT Wirelength 3.86 mm, Tool Warnings 27, Syn-to-layout area delta 13.5%, Max-Cap Viols 0, row count 25, Initial DRT Pass Iterations 4, Late-Pin Clk Latency 0.31 ns, Tot Pwr 0.619 mW, Area contributors post-synth dfrtp_1 (44%), edfxtp_1 (9.9%), mux2_2 (4.2%), ha_1 (4.1%), o22ai_1 (4.1%), vias in the first global route 1571, FP Util 0.518, core area 0.00469 mm², Mapped Area 0.00243 mm², internal reg-to-reg setup slack 3.56 ns, fill cell count 380, Hold WS 0.450 ns, Slew @ Worst Pin 0.664 ns, drt drc 0, Post-CTS Setup Bufs 0, worst hold path class register to register, Cell Type Count 41, pre-CTS WS 2.56 ns, ant diodes 0, total grt overflow 0, cell type with the largest total area dfrtp_1, VDD IR max 0.000124 V, crit path DRT 5.65 ns, register area 0.00140 mm², power per cell area 224 mW/mm², Port Buffers 19, largest net degree at the start of global routing 48
-- layer usage --
layer / part of all wire / wire (µm) / track usage
met4: 0.014 / 53 / 0.0261
met5: 0 / 0 / 0
met1: 0.48 / 1860 / 0.278
met3: 0.033 / 128 / 0.0314
met2: 0.47 / 1820 / 0.270
-- critical path, cell delays in order --
cell             delay [ns]
clkdlybuf4s50_1        0.40
clkinv_1               0.05
buf_4                  0.47
nand2_1                0.10
a21oi_1                0.55
-- power breakdown --
part / switching, mW / total, mW / internal, mW / leakage [nW]
Combinational: 0.00856 / 0.0155 / 0.00691 / 0.467
Clock: 0.125 / 0.213 / 0.0880 / 0.0408
Sequential: 0 / 0.391 / 0.391 / 0.708
Total: 0.133 / 0.619 / 0.485 / 1.22
-- layout by cell type (no fill, tap or decap), types with 2 or more instances in the layout --
cell type and count:
dfstp_2 3, a21oi_1 12, clkdlybuf4s50_1 19, o21ai_0 12
clkinvlp_4 2, nand2_1 19, nor2_1 6, a22o_1 10
mux2i_1 3, mux2_2 9, edfxtp_1 8, o21ai_1 3
inv_2 2, nand2b_1 2, a21o_1 2, ha_1 8
xnor2_1 3, o22ai_1 16, clkbuf_8 5, inv_1 12
nor3_1 2, dfrtp_1 43, nand3_1 6
-- layout make-up --
class / instances / area share
inverter: 15 / 0.0204
timing repair buffer: 20 / 0.0716
clock inverter: 3 / 0.00861
clock buffer: 5 / 0.0249
multi-input combinational: 132 / 0.345
tap: 54 / 0.0245
sequential: 54 / 0.505
-- cells by family after synthesis --
group	synth area share
AOI/OAI and AO/OA	0.175
DFF	0.574
and+or+nand+nor	0.100
buffers and inverters	0.0350
muxes	0.0602
adders and majority gates	0.0412
xor gates and xnor gates	0.0144
-- path summary, 6_finish.rpt --
path / from / to / cells after the start
setup reg to reg: uart_rx_inst.sample_cnt[0]$_DFFE_PP0P_ / uart_rx_inst.rx_data_reg[4]$_DFFE_PP_ / 4
max in group asynchronous: reset / tick_div[2]$_DFFE_PP0P_ / 3
hold / removal: uart_tx_inst.state[1]$_DFF_PP0_ / uart_tx_inst.state[0]$_DFF_PP1_ / 1
setup / recovery: reset / uart_rx_inst.rx_data_reg[4]$_DFFE_PP_ / 5
min in group asynchronous: reset / uart_rx_inst.shift_reg[3]$_DFFE_PP0P_ / 3
hold reg to reg: uart_tx_inst.state[1]$_DFF_PP0_ / uart_tx_inst.state[0]$_DFF_PP1_ / 1
Power is estimated from default activity; no workload was simulated.
