## flow/run.sh

```bash
#!/bin/bash
# OpenROAD 26Q1-2900-gdf79404cd8, Yosys 0.63+post, stock flow scripts
make -C /OpenROAD-flow-scripts/flow DESIGN_CONFIG=/design/flow/config.mk WORK_HOME=/design/flow/orfs finish
```

## flow/design.v

```verilog
module fifo_fsm (
    input clk,
    input reset,
    input rd_en,
    input wr_en,
    input [7:0] data_in,
    output reg [7:0] data_out,
    output reg full,
    output reg empty
);
reg [7:0] mem [7:0] ;
reg [2:0] write_ptr=0 ;
reg [2:0] read_ptr=0 ;
reg [3:0] count =0 ;
parameter IDLE = 2'b00,
          WRITE = 2'b01,
          READ = 2'b10;
reg [1:0] state, next_state;
always @(posedge clk) begin
    if (reset) begin
        state<=IDLE;
    end else begin
        state<=next_state;
    end
end
always @(*) begin
    next_state=IDLE;
    full =(count==8);
    empty=(count==0);
    case (state)
        IDLE:begin
            if(wr_en && !full) next_state=WRITE;
            else if(rd_en && !empty) next_state =READ;
            else next_state =IDLE;
        end 
        WRITE:begin
            next_state =IDLE;
        end
        READ:begin
            next_state=IDLE;
        end 
    endcase
end
always @(posedge clk) begin
    if (reset) begin
        write_ptr<=0;
        read_ptr<=0;
        count<=0;
        data_out<=0;
    end else begin
        case (state)
            WRITE:begin
                mem[write_ptr]<=data_in;
                write_ptr<=write_ptr+1;
                count<=count+1;
            end 
            READ:begin
                data_out<=mem[read_ptr];
                read_ptr<=read_ptr+1;
                count<=count-1;
            end
        endcase
    end
end
endmodule
```

## flow/config.mk

```make
export PLATFORM = sky130hd
export DESIGN_NAME = fifo_fsm
export DESIGN_NICKNAME = fifo_fsm
export VERILOG_FILES = /design/flow/design.v
export SDC_FILE = /design/flow/constraint.sdc
export NUM_CORES = 4
export LEC_CHECK = 1
export CORE_UTILIZATION = 40
```

## flow/constraint.sdc

```tcl
current_design fifo_fsm

set clk_period 3.1
set clk_io_pct 0.2

create_clock -name clk0 -period $clk_period [get_ports {clk}]

set non_clock_inputs [all_inputs -no_clocks]
set_input_delay [expr $clk_period * $clk_io_pct] -clock clk0 $non_clock_inputs
set_output_delay [expr $clk_period * $clk_io_pct] -clock clk0 [all_outputs]
```

==> qor.csv <==
stage;metric;value;unit
timing;report.final.slew_viol_count;0;
timing;hold_viol;0;
timing;rsz0062_at_grt;no;
layout;stdcell_count;351;
routing;drc_errors;0;
synth;synth_cells;205;
synth;synth_cell_types;32;
timing;finalCritPeriodShare;73.4;%
floorplan;num_rows;33;
placed_design;io_buffers;21;
synth;syn_area;3380;um^2
synth;ys_cells;205;
hold_path;hold_path_class;reg -> reg;
clock_tree;postCtsResizedCells;0;
timing;timing.fmax;439;MHz
synth;top_area_share;56.9;%
clock_tree;clk_pin_slew;0.08;ns
synth;ys_seq_share;69.3;%
power_and_ir_drop;p_leak;1.29;nW
floorplan;ios;22;
placed_design;place_inst;335;
run;tool_warnings;25;
floorplan;die_h;93.9;um
critical_path;crit_arrival;1.66;ns
routing;post_drt_via_cell_ratio;5.01;
floorplan;dieArea;8820;um^2
critical_path;worstPathMaxFanout;5;
routing;wl_per_cell;17.3;um
placed_design;gp_congestion;0.794;
placed_design;dpl.hpwl;4040;um
timing;setup_viol;0;
synth;netlist_top_cells_count;edfxtp_1, nor2_1, dfxtp_1;
clock_tree;root_buffer;clkbuf_8;
layout;area_growth;16.1;%
clock_tree;cts_tree;done;
routing;insertedDiodeCount;0;
placed_design;place_area;3730;um^2
synth;ys_ff;85;
timing;fin_skew;0.00850;ns
critical_path;start_kind;register;
timing;whs;0.481;ns
floorplan;die_w;93.9;um
timing;tightest_slew;0.731;ns
synth;yosysWarnings;1;
power_and_ir_drop;max-vdd-ir-drop;507;uV
layout;layout-drive-gt1-share;15.9;%
synth;synth-edff-count;64;
synth;synth_area_per_cell;16.5;um^2
global_route;grt_antenna_before_repair;0;
routing;num_vias;1758;
synth;synth_top_cell_by_count;edfxtp_1;
critical_path;critPathCaptureType;primary output;
routing;ant_nets;0;
floorplan;core;8180;um^2
synth;synthArstFlopShare;0;%
power_and_ir_drop;powerDensity;569;nW/um^2
synth;yosys_area;3380;um^2
clock_tree;hold_buffers;0;
routing;wirelength;6090;um
synth;ff_type;edfxtp_1;
clock_tree;post-cts-setup-buffers;0;
timing;maxSlewHeadroom;51.2;%
global_route;grt_pass1_vias;1767;
clock_tree;clock-sinks;85;
global_route;gr-total-overflow;0;
global_route;grt_max_degree;25;
timing;fin_crit;2.28;ns
global_route;grt_usage;16.2;%
routing;drt_iter0_drc;78;
floorplan;fp_util;41.3;%
critical_path;slowest_delay;0.46;ns
run;maxCapViolCount;0;
critical_path;critical_path_class;reg -> out;
layout;final_util;48.0;%
status;status;finished, final reports clean;
layout;final_area;3920;um^2
timing;timing.setup.tns;0;ns
synth;synthTopCellsByArea;edfxtp_1, dfxtp_1, mux4_2;
critical_path;worstPathCellList;nor3_1, and2_1, clkdlybuf4s50_1;
clock_tree;numCtsBuffers;9;
routing;firstDrtPassIters;4;
clock_tree;cts_htree_levels;3;
global_route;grt_first_pass_wirelength;9550;um
critical_path;slowest_stage;clkdlybuf4s50_1;
critical_path;required;2.48;ns
synth;top_area_cell;edfxtp_1;
clock_tree;cts_buffer_depth;2;
clock_tree;clk_latency;0.34;ns
## placed cells by master, fill, tap and decap left out, types with 3 or more instances in the layout
| cell | synthesis | final |
|---|---|---|
| clkbuf_8 | 1 | 10 |
| mux4_1 | 7 | 7 |
| dfxtp_1 | 21 | 21 |
| buf_4 | 0 | 14 |
| xnor2_1 | 3 | 3 |
| inv_1 | 3 | 3 |
| clkdlybuf4s50_1 | 0 | 21 |
| mux2i_1 | 3 | 3 |
| edfxtp_1 | 64 | 64 |
| nor2_1 | 29 | 29 |
| xor2_1 | 3 | 3 |
| o22ai_1 | 8 | 8 |
| nand2_1 | 9 | 9 |
| nor3_1 | 11 | 11 |
| ha_1 | 4 | 4 |
| mux4_2 | 9 | 9 |
| a21oi_1 | 3 | 3 |
## worst max-delay path: cells and delay by family, from the launching register on
| family | cells | cell delay [ns] |
|---|---|---|
| simple gates | 2 | 0.50 |
| flops | 1 | 0.36 |
| buf+inv | 1 | 0.46 |
## report_power, final
| group | leakage (nW) | total, mW | switching (mW) | internal (mW) |
|---|---|---|---|---|
| Combinational | 0.441 | 0.190 | 0.0862 | 0.103 |
| Clock | 0.100 | 0.761 | 0.367 | 0.394 |
| Sequential | 0.747 | 1.28 | 0.0295 | 1.25 |
| Total | 1.29 | 2.23 | 0.483 | 1.75 |
## flip-flops by register name, summed over array words and instances (netlist names)
signal     cells
read_ptr       3
write_ptr      3
mem           64
state          3
data_out       8
count          4
## metrics by stage
stage / setup WS (ns) / power [mW]
final: 0.824 / 2.23
after global routing: 0.696 / 2.32
after CTS: 0.799 / 2.25
after detailed placement: 0.887 / 1.50
after global placement: 0.854 / 1.50
after floorplan: 0.963 / 1.42
## per-layer routing
metal	vias to the layer above	routed length (um)	GRT usage, %
li1	862	-	-
met1	838	2760	25.9
met2	51	2730	22.3
met3	7	520	8.89
met4	0	78	1.54
met5	-	0	0
## area by class of cell
class                   count  area (um^2)
inverters                   3         11.3
fillers                   698         4250
clock inverters             4         48.8
flip-flops and latches     85         2340
multi-input cells         107          930
repair buffers             35          315
clock buffers              12          145
well taps                 105          131
## path summary, 6_finish.rpt
| path | startpoint | to | slack (ns) | cells after the start |
|---|---|---|---|---|
| worst max-delay path | count[1] | full | 0.82 | 3 |
| worst min-delay path | data_out[4] | data_out[4] | 0.48 | 2 |
| worst max register to register | state[1] | count[2] | 1.20 | 6 |
| worst min register to register | data_out[4] | data_out[4] | 0.48 | 2 |
## cell families after synthesis
kind of cell | share of synthesized area, %
compound gates | 2.93
xor+xnor | 1.56
fa+ha+maj | 2.07
buf+inv | 3.52
flops | 69.3
mux | 12.3
simple gates | 8.26
Power figures rest on the tool's default switching activity, not on a simulated workload.
